==> /design/flow/design.v <==
module move(
	input clk,
	output [3:0] out_x,
	output [3:0] out_y,
	input [3:0] SW,
	input adv,
	input swap,
	output [2:0] selected_pipe,
	output [2:0] inventory_pipe,
	output [17:0] r0,
	output [17:0] r1,
	output [17:0] r2,
	output [17:0] r3,
	output [17:0] r4,
	output [17:0] r5
 );
	wire ld_increment, ld_init, ld_move, ld_r, ld_swap, ld_tmp, ld_parm;
	movecontrol c0(
		.clk(clk),  
		.go(adv),  
		.go2(swap),
		.ld_move(ld_move),
		.ld_increment(ld_increment),
		.ld_r(ld_r),
		.ld_init(ld_init),
		.ld_tmp(ld_tmp),
		.ld_swap(ld_swap),
		.ld_parm(ld_parm)
	);
	datapath d0(
		.clk(clk),
		.data_in(SW),
		.r_x(out_x),
		.r_y(out_y),
		.r_sp(selected_pipe),
		.r_ip(inventory_pipe),
		.r0(r0),
		.r1(r1),
		.r2(r2),
		.r3(r3),
		.r4(r4),
		.r5(r5),
		.ld_move(ld_move), .ld_increment(ld_increment), .ld_init(ld_init), .ld_r(ld_r), .ld_tmp(ld_tmp), .ld_swap(ld_swap), .ld_parm(ld_parm)
    );
endmodule
module movecontrol(
	input clk,  
   input go,  
	input go2,  
   output reg ld_move,
	output reg ld_increment,
	output reg ld_r,
	output reg ld_init,
	output reg ld_tmp,
	output reg ld_swap,
	output reg ld_parm
);
	reg [5:0] current_state, next_state; 
	localparam  S_INIT 			 = 4'd0,
				S_LOAD_MOVE        = 4'd1,
				S_LOAD_MOVE_WAIT   = 4'd2,
				S_CYCLE_0		    = 4'd3,
				S_CYCLE_1		    = 4'd4,
				S_LOAD_SWAP_WAIT   = 4'd5,
				S_CYCLE_2          = 4'd6,
				S_CYCLE_3          = 4'd7,
				S_CYCLE_4			 = 4'd8;
	always@(*)
	begin: state_table 
			case (current_state)
				S_INIT: next_state = S_LOAD_MOVE;
				S_LOAD_MOVE:begin
					if(go)
						next_state = S_LOAD_MOVE_WAIT;
					else if(go2)
						next_state = S_LOAD_SWAP_WAIT;
					else
						next_state = S_LOAD_MOVE;
				end
				S_LOAD_MOVE_WAIT: next_state = go ? S_LOAD_MOVE_WAIT : S_CYCLE_0;  
				S_CYCLE_0: next_state = S_CYCLE_1;
				S_CYCLE_1: next_state = S_LOAD_MOVE;
				S_LOAD_SWAP_WAIT: next_state = go2 ? S_LOAD_SWAP_WAIT : S_CYCLE_2;
				S_CYCLE_2: next_state = S_CYCLE_3;
				S_CYCLE_3: next_state = S_CYCLE_4;
				S_CYCLE_4: next_state = S_LOAD_MOVE;
			default:     next_state = S_LOAD_MOVE;
		endcase
	end  
	always @(*)
    begin: enable_signals
		ld_move = 1'b0;
		ld_increment = 1'b0;
		ld_init = 1'b0;
		ld_r = 1'b0;
		ld_tmp = 1'b0;
		ld_swap = 1'b0;
		ld_parm = 1'b0;
        case (current_state)
			S_INIT: begin
				ld_init = 1'b1;
			end
			S_LOAD_MOVE: begin
				ld_move = 1'b1;
			end
			S_CYCLE_0: begin
				ld_increment = 1'b1;
			end
			S_CYCLE_1: begin
				ld_r = 1'b1;
			end
			S_CYCLE_2: begin
				ld_tmp = 1'b1;
			end
			S_CYCLE_3: begin
				ld_swap = 1'b1;
			end
			S_CYCLE_4: begin
				ld_parm = 1'b1;
			end
		endcase
	end
	always@(posedge clk)
    begin: state_FFs
        current_state <= next_state;
    end 
endmodule
module datapath(
   input clk,
   input [3:0] data_in,
	output reg [3:0] r_x,
	output reg [3:0] r_y,
	output reg [2:0] r_sp,
	output reg [2:0] r_ip,
	output reg [17:0] r0,
	output reg [17:0] r1,
	output reg [17:0] r2,
	output reg [17:0] r3,
	output reg [17:0] r4,
	output reg [17:0] r5,
	input ld_move, ld_increment, ld_init, ld_r, ld_tmp, ld_swap, ld_parm
    );
	reg [3:0] initial_x;
	reg [3:0] initial_y;
	reg [2:0] dir;
	reg [5:0] index;
	reg [17:0] row0, row1, row2, row3, row4, row5, curr_row;
	reg [2:0] tmp, invent_pipe;
	wire [2:0] curr_pipe;
	always @(*)
	  case (initial_y[3:0])
			4'd0: curr_row = row0;
			4'd1: curr_row = row1;
			4'd2: curr_row = row2;
			4'd3: curr_row = row3;
			4'd4: curr_row = row4;
			4'd5: curr_row = row5;
			default: curr_row = row0;
	  endcase
	take_sig sig(
		.x(initial_x[3:0]), 
		.row(curr_row),
		.val(curr_pipe)
	);
    always@(posedge clk) begin
		if(ld_init) begin
			initial_x <= 3'd0;
			initial_y <= 3'd0;
			r_sp <= 3'd5;
			r_x <= initial_x;
			r_y <= initial_y;
			invent_pipe <= 3'd2;
			row0 <= 18'b100101100001101010;
			row1 <= 18'b000000010101100011;
			row2 <= 18'b000010101010001000;
			row3 <= 18'b001101010101000101;
			row4 <= 18'b101010001001101011;
			row5 <= 18'b010001001011010000;
		end
		if(ld_increment) begin
			case (dir)
				2'b00:
					initial_y <= initial_y - 1;
				2'b10:
					initial_x <= initial_x + 1;
				2'b01:
					initial_y <= initial_y + 1;
				2'b11:
					initial_x <= initial_x - 1;
			endcase
		end
		if(ld_r) begin
			r_x <= initial_x;
			r_y <= initial_y;
			r_sp <= curr_pipe;
			r_ip <= invent_pipe;
			r0 <= row0;
			r1 <= row1;
			r2 <= row2;
			r3 <= row3;
			r4 <= row4;
			r5 <= row5;
		end
		if(ld_tmp)begin
			tmp <= invent_pipe;
			invent_pipe <= curr_pipe;
		end
		if(ld_swap)begin
			case ({initial_y,initial_x}) 
				8'b00000000: row0[2:0] <= tmp; 
				8'b00000001: row0[5:3] <= tmp;
				8'b00000010: row0[8:6] <= tmp; 
				8'b00000011: row0[11:9] <= tmp;
				8'b00000100: row0[14:12] <= tmp; 
				8'b00000101: row0[17:15] <= tmp;
				8'b00010000: row1[2:0] <= tmp; 
				8'b00010001: row1[5:3] <= tmp;
				8'b00010010: row1[8:6] <= tmp; 
				8'b00010011: row1[11:9] <= tmp;
				8'b00010100: row1[14:12] <= tmp; 
				8'b00010101: row1[17:15] <= tmp;
				8'b00100000: row2[2:0] <= tmp; 
				8'b00100001: row2[5:3] <= tmp;
				8'b00100010: row2[8:6] <= tmp; 
				8'b00100011: row2[11:9] <= tmp;
				8'b00100100: row2[14:12] <= tmp; 
				8'b00100101: row2[17:15] <= tmp;
				8'b00110000: row3[2:0] <= tmp; 
				8'b00110001: row3[5:3] <= tmp;
				8'b00110010: row3[8:6] <= tmp; 
				8'b00110011: row3[11:9] <= tmp;
				8'b00110100: row3[14:12] <= tmp; 
				8'b00110101: row3[17:15] <= tmp;
				8'b01000000: row4[2:0] <= tmp; 
				8'b01000001: row4[5:3] <= tmp;
				8'b01000010: row4[8:6] <= tmp; 
				8'b01000011: row4[11:9] <= tmp;
				8'b01000100: row4[14:12] <= tmp; 
				8'b01000101: row4[17:15] <= tmp;
				8'b01010000: row5[2:0] <= tmp; 
				8'b01010001: row5[5:3] <= tmp;
				8'b01010010: row5[8:6] <= tmp; 
				8'b01010011: row5[11:9] <= tmp;
				8'b01010100: row5[14:12] <= tmp; 
				8'b01010101: row5[17:15] <= tmp;
			endcase
		end
		if(ld_parm)begin
			r_ip <= invent_pipe;
			r_sp <= curr_pipe;
			r0 <= row0;
			r1 <= row1;
			r2 <= row2;
			r3 <= row3;
			r4 <= row4;
			r5 <= row5;
		end
    end
    always@(posedge clk) begin
		if(ld_move) begin
			case (data_in)
				4'b0001:begin
					dir <= 2'b00;
				end
				4'b0010:begin
					dir <= 2'b01;
				end
				4'b0100:begin
					dir <= 2'b10;
				end
				4'b1000:begin
					dir <= 2'b11;
				end
				default: dir <= 2'b00;
			endcase
		end
    end
endmodule
module take_sig(x, row, val);
	input [3:0] x;
	input [17:0] row;
	output reg [2:0] val;
	always @(*)
        case (x)
            4'd0: val = row[2:0];
            4'd1: val = row[5:3];
            4'd2: val = row[8:6];
            4'd3: val = row[11:9];
            4'd4: val = row[14:12];
            4'd5: val = row[17:15];
            default: val = row[2:0];
    endcase
endmodule
 module hex_decoder(hex_digit, segments);
    input [3:0] hex_digit;
    output reg [6:0] segments;
    always @(*)
        case (hex_digit)
            4'h0: segments = 7'b100_0000;
            4'h1: segments = 7'b111_1001;
            4'h2: segments = 7'b010_0100;
            4'h3: segments = 7'b011_0000;
            4'h4: segments = 7'b001_1001;
            4'h5: segments = 7'b001_0010;
            4'h6: segments = 7'b000_0010;
            4'h7: segments = 7'b111_1000;
            4'h8: segments = 7'b000_0000;
            4'h9: segments = 7'b001_1000;
            4'hA: segments = 7'b000_1000;
            4'hB: segments = 7'b000_0011;
            4'hC: segments = 7'b100_0110;
            4'hD: segments = 7'b010_0001;
            4'hE: segments = 7'b000_0110;
            4'hF: segments = 7'b000_1110;   
            default: segments = 7'h7f;
        endcase
endmodule
==> /design/flow/run.sh <==
#!/bin/bash
# OpenROAD 26Q1-2900-gdf79404cd8, Yosys 0.63+post, stock flow scripts
make -C /OpenROAD-flow-scripts/flow DESIGN_CONFIG=/design/flow/config.mk WORK_HOME=/design/flow/orfs finish
==> /design/flow/config.mk <==
export PLATFORM = sky130hd
export DESIGN_NAME = move
export DESIGN_NICKNAME = move
export VERILOG_FILES = /design/flow/design.v
export SDC_FILE = /design/flow/constraint.sdc
export NUM_CORES = 4
export LEC_CHECK = 1
export CORE_UTILIZATION = 40
==> /design/flow/constraint.sdc <==
current_design move

set clk_period 7.9
set clk_io_pct 0.2

create_clock -name clk0 -period $clk_period [get_ports {clk}]

set non_clock_inputs [all_inputs -no_clocks]
set_input_delay [expr $clk_period * $clk_io_pct] -clock clk0 $non_clock_inputs
set_output_delay [expr $clk_period * $clk_io_pct] -clock clk0 [all_outputs]
==> results.txt <==
Crit Path Max Fanout: 1
Hold-fix buffers, CTS: 0
Clk slew on worst S/H paths: 60 ps
Port bufs: 128
Post-DR vias/cell: 5.44
Logic area: 0.00302 sq mm
Avg Cell Area, Syn: 11.5 sq um
Final min period: 2950 ps
MaxCap Viol Count: 0
Number of fill cells: 2076
Hold_sp: d0.row4[16]$_DFF_P_
Finish-stage setup viols: 0
Clk_skew: 11.2 ps
Post-Synth Adder-Cell Area: 0.0117
Initial antenna violation count: 0
Site Rows: 56
Cts bufs inserted: 25
Post-synth mux share: 0.00999
Post-synth ARST share: 0
Launch point of the worst reg-to-reg path: d0.initial_y[1]$_DFF_P_
XORs/XNORs by Area: 0.000909
Area reported by Yosys stat: 0.00964 sq mm
Worst Setup End Kind: output pin
Crit Path Class: flip-flop to output pin
Insertion Delay late pin: 510 ps
Dominant cell area share: 0.408
CTS sink count: 252
CTS root buf: clkbuf_16
RSZ-0062 raised after global routing: no
FP Util: 0.409
CP Launch Type: flip-flop
Top cells, area: edfxtp_1 (41%), dfxtp_1 (25%), o21ai_0 (4.9%)
Fin crit share: 0.373
Total Routing Usage GR: 0.216
CTS tree: done
Sum of negative setup slack: 0 ps
Rel. slew slack: 0.447
Synth top cells by count: edfxtp_1 (131), dfxtp_1 (121), nand2_1 (98), o21ai_0 (94)
Outcome: finished, final reports clean
# IOs: 129
Total wire length: 25.0 mm
First-pass GRT wire length: 38.0 mm
Crit path DAT: 1370 ps
DRC viols: 0
Cts repair resizes: 0
Netlist cell types: 62
Worst Hold Class: flip-flop to flip-flop
Post-route ant nets: 0
Synth warn: 3
Pin count of the biggest net entering global routing: 71
Drt first pass iters: 6
CP Data Required Time: 6320 ps
Slew Viols, Final: 0
Non-filler instance count after layout: 1294
Post-CTS setup buffer count: 0
Simple Share, Synth: 0.117
Largest stage delay, worst path: 480 ps
Die Ht: 157 um
Layout cell share with drive strength beyond 1: 0.0718
Leakage: 4.06 nW
Sequential cell area: 0.00636 sq mm
Logic family by area: AND-OR/OR-AND gates
Post-synth regs: 252
Critical path origin: d0.r_y[2]$_DFFE_PP_
Log Warnings: 32
Die X: 157 um
Vias in the first global route: 6480
Placed cells: 1249
Hold Vio Cnt, Final: 0
HPWL after DPL: 16.7 mm
Initial DRC count: 617
Synth-to-Final Area Change: 25.4%
Most common reg cell: edfxtp_1
Delay-heaviest family, CP: buffers and inverters
Cell area after synthesis: 0.00964 sq mm
Die area: 0.0247 sq mm
Antenna Cells: 0
Yosys Instances: 836
Sequential area share after synthesis: 0.659
DR vias: 7045
Cells after synthesis: 836
H-tree Lvls: 1
Flip-flops with a built-in enable: 131
CP max stage cell: clkdlybuf4s50_1
Achievable Freq: 340 MHz
Peak supply drop: 0.154 mV
Drt wl/cell: 19.3 um
Cell Pwr Density: 344 mW/mm^2
Post-synth top area cell: edfxtp_1
Worst-margin pin slew: 819 ps
WP buf/inv: 1
Routability cong.: 0.939
Worst-case clock buffer depth: 3
Total gr overflow: 0
CP Cell Sequence: clkdlybuf4s50_1
Compound Share, Synth: 0.171
Top-count cell post-synth: edfxtp_1
Core Area: 0.0235 sq mm
logic make-up after synthesis:
family | count (synthesis)
mux | 9
fa+ha+maj | 9
buf+inv | 69
flops | 252
simple gates | 242
compound gates | 254
xor+xnor | 1
cell usage in the layout (no fill, tap or decap), drive strengths merged, types with 5 or more instances in the layout:
master	Yosys	routed
a31o	11	11
buf	13	19
clkdlybuf4s50	0	128
a21o	8	8
o21ai	109	109
a21oi	38	38
edfxtp	131	131
a221o	6	6
a222oi	7	7
nor2	39	39
clkinv	1	6
inv	15	15
nand2	98	98
nor2b	5	5
mux2	5	5
nand3	40	40
a22oi	23	23
clkbuf	40	37
nand3b	5	5
a22o	7	7
and2	10	10
ha	9	9
o31ai	10	10
a31oi	6	6
dfxtp	121	121
nor3	24	24
area by class of cell:
cell class / instances / area share
flip-flops and latches: 252 / 0.526
clock buffers: 37 / 0.0613
inverters: 16 / 0.00497
multi-input cells: 515 / 0.250
repair buffers: 147 / 0.118
clock inverters: 8 / 0.00756
well taps: 319 / 0.0330
final timing paths:
kind                                to  slack [ps]  depth (start not counted)
hold reg to reg    d0.r4[16]$_DFFE_PP_         470                          0
setup reg to reg  d0.r_sp[0]$_DFFE_PP_        5040                          9
hold / removal     d0.r4[16]$_DFFE_PP_         470                          0
setup / recovery              out_y[2]        4950                          1
routing by layer:
metal  track usage  routed length (um)
met4        0.0527                 676
met3        0.0429                1610
met1         0.349               11300
met2         0.319               11500
met5             0                   0
through the flow:
step                 util  worst slack [ps]  total power [W]  hold slack, ps  cell area [sq um]
floorplan               -              2230          0.00249             418               9650
global placement    0.478              5090          0.00299             450              11300
detailed placement  0.478              5070          0.00299             451              11300
CTS                 0.513              4930          0.00418             465              12100
global route        0.513              4890          0.00436             486              12100
finish              0.513              4950          0.00416             465              12100
power by group:
group	leakage [nW]	switching (W)	internal [W]
sequential	2.07	0.000166	0.00162
clock	0.410	0.000472	0.000711
combinational	1.58	0.000704	0.000495
total	4.06	0.00134	0.00282
worst reg2reg max path, stage by stage (launching register included):
cell       delay (ps)
dfxtp_1           370
inv_1             150
ha_1              160
buf_4             310
nor3b_1           110
buf_4             190
or3_1             480
a21o_1            270
a2111oi_4         410
nand3_1           130
Power and IR drop assume default switching activity.
